==> /design/flow/design.v <==
module AEC(clk, rst, ascii_in, ready, valid, result);
input clk;
input rst;
input ready;
input [7:0] ascii_in;
output reg valid;
output reg [6:0] result;
reg [2:0] Currentstate, Nextstate;
localparam DATA_IN = 3'd0;
localparam CHECK_DATA = 3'd1;
localparam CHECK_STACK_EMPTY = 3'd2;
localparam CALCULATE= 3'd3;
localparam RESET= 3'd4;
reg [4:0] i;  
reg [6:0] data_arr[15:0];   
reg [3:0] data_arr_idx;    
reg [6:0] stack[7:0];      
reg [3:0] postfix_idx;      
reg [2:0] stack_index;
reg [3:0] pop_time, data_num;    
wire [2:0] stack_index_minus_one = stack_index - 4'd1;
wire [2:0] stack_index_minus_two = stack_index - 4'd2;
always @(posedge clk) begin
    if (rst) begin
		Currentstate <= DATA_IN;
	end
	else begin
        Currentstate <= Nextstate;
    end
end
always @(*) begin
    case (Currentstate) 
        DATA_IN : begin
            if (ascii_in == 8'b00111101) begin
                Nextstate <= CHECK_DATA;
            end
            else begin
                Nextstate <= DATA_IN;
            end
        end
        CHECK_DATA : begin
            if ((data_arr_idx + 1) == data_num) begin 
                Nextstate <= CHECK_STACK_EMPTY; 
            end
            else begin
                Nextstate <= CHECK_DATA;
            end
        end
        CHECK_STACK_EMPTY : begin      
            if (stack_index > 3'b0) begin
                Nextstate <= CHECK_STACK_EMPTY;
            end
            else begin
                Nextstate <= CALCULATE;
            end
        end
        CALCULATE : begin       
            if ((data_arr_idx < pop_time)) begin
                Nextstate <= CALCULATE;
            end
            else begin
                Nextstate <= RESET;
            end
        end
        RESET : begin Nextstate <= DATA_IN; end
        default : begin Nextstate <= DATA_IN; end
    endcase
end
always @(posedge clk or posedge rst) begin
    if(rst)begin
        for(i = 0; i < 5'b1_0000 ; i = i + 1) begin 
            data_arr[i] <= 7'b000_0000; 
        end
        for(i = 0; i < 4'b1000 ; i = i + 1) begin 
            stack[i] <= 7'b000_0000;
        end
        stack_index <= 3'b000;
        postfix_idx <= 4'b0000;
        data_arr_idx <= 4'b0000;
        pop_time <= 4'b0000;
        data_num <= 4'b0000;
    end
    else begin 
        case (Currentstate)
            DATA_IN : begin 
                valid <= 1'b0;
                if (ascii_in[6:0] == 7'b011_1101) begin
                    data_arr_idx <= 0; 
                end
                else if(ascii_in[6:0] < 7'b011_0000) begin
                    data_arr[data_arr_idx] <= ascii_in[6:0];
                    data_arr_idx <= data_arr_idx + 1;
                    pop_time <= pop_time + 1;
                    data_num <= data_num + 1;
                end
                else begin
                    data_arr[data_arr_idx] <= {3'b000, (ascii_in[6] & 1'b1), 2'b00, (ascii_in[4] ^ 1'b1)} + ascii_in[3:0];
                    data_arr_idx <= data_arr_idx + 1;
                    pop_time <= pop_time + 1;
                    data_num <= data_num + 1;
                end       
            end
            CHECK_DATA : begin
                if ((data_arr[data_arr_idx] < 7'b001_0000)) begin
                    data_arr[postfix_idx] <= data_arr[data_arr_idx];
                    postfix_idx <= postfix_idx + 1;
                    data_arr_idx <= data_arr_idx + 1;
                end
                else if ((stack_index == 3'b0) | data_arr[data_arr_idx][2:0] == 3'b000 | 
                ({data_arr[data_arr_idx][2:0] == 3'b010, data_arr[data_arr_idx][2:0] > 3'b001} > 
                 {stack[stack_index_minus_one][2:0] == 3'b010, stack[stack_index_minus_one][2:0] > 3'b001})) begin
                    stack[stack_index] <= data_arr[data_arr_idx];
                    stack_index <= stack_index + 1;
                    data_arr_idx <= data_arr_idx + 1;
                end
                else if (stack[stack_index_minus_one] == 7'b010_1000) begin
                    stack_index <= stack_index - 1;
                    data_arr_idx <= data_arr_idx + 1;
                    pop_time <= pop_time - 2;   
                end
                else begin
                    data_arr[postfix_idx] <= stack[stack_index_minus_one];
                    stack_index <= stack_index - 1;
                    postfix_idx <= postfix_idx + 1;
                end
            end
            CHECK_STACK_EMPTY : begin
                data_arr_idx <= 0;
                if (stack[stack_index_minus_one] != 7'b010_1000) begin
                    postfix_idx <= postfix_idx + 1;
                end
                else if (stack[stack_index_minus_one] == 7'b010_1000) begin
                    pop_time <= pop_time - 2;
                end
                if (stack_index > 3'b0) begin
                    data_arr[postfix_idx] <= stack[stack_index_minus_one];
                    stack_index <= stack_index - 1;
                end   
            end
            CALCULATE : begin
                if(data_arr_idx < pop_time) begin
                    data_arr_idx <= data_arr_idx + 1;
                    case (data_arr[data_arr_idx])
                        7'b010_1010 : begin
                            stack[stack_index_minus_two] <= stack[stack_index_minus_two] * stack[stack_index_minus_one];
                            stack_index <= stack_index - 1;
                        end
                        7'b010_1011 : begin
                            stack[stack_index_minus_two] <= stack[stack_index_minus_two] + stack[stack_index_minus_one];
                            stack_index <= stack_index - 1;
                        end
                        7'b010_1101 : begin
                            stack[stack_index_minus_two] <= stack[stack_index_minus_two] - stack[stack_index_minus_one];
                            stack_index <= stack_index - 1;
                        end
                        default: begin  
                            stack[stack_index] <= data_arr[data_arr_idx];
                            stack_index <= stack_index + 1;
                        end
                    endcase
                end
                else begin
                    valid <= 1;
                    result <= stack[0];
                end
            end
            RESET : begin
                for(i = 0; i < 5'b1_0000; i = i + 1) begin 
                    data_arr[i] <= 7'b000_0000; 
                end
                for(i = 0; i < 4'b1000; i = i + 1) begin 
                    stack[i] <= 7'b000_0000;
                end
                stack_index <= 3'b000;
                postfix_idx <= 4'b0000;
                data_arr_idx <= 4'b0000;
                pop_time <= 4'b0000;
                data_num <= 4'b0000;
            end
            default : begin end  
        endcase
    end
end
endmodule
==> /design/flow/run.sh <==
#!/bin/bash
# OpenROAD 26Q1-2900-gdf79404cd8, Yosys 0.63+post, stock flow scripts
make -C /OpenROAD-flow-scripts/flow DESIGN_CONFIG=/design/flow/config.mk WORK_HOME=/design/flow/orfs finish
==> /design/flow/config.mk <==
export PLATFORM = sky130hd
export DESIGN_NAME = AEC
export DESIGN_NICKNAME = AEC
export VERILOG_FILES = /design/flow/design.v
export SDC_FILE = /design/flow/constraint.sdc
export NUM_CORES = 4
export LEC_CHECK = 1
export CORE_UTILIZATION = 40
==> /design/flow/constraint.sdc <==
current_design AEC

set clk_period 7.7
set clk_io_pct 0.2

create_clock -name clk0 -period $clk_period [get_ports {clk}]

set non_clock_inputs [all_inputs -no_clocks]
set_input_delay [expr $clk_period * $clk_io_pct] -clock clk0 $non_clock_inputs
set_output_delay [expr $clk_period * $clk_io_pct] -clock clk0 [all_outputs]
==> flow_summary.toml <==
# generated from flow reports
[critical_path]
path_max_fanout = 14
crit_type = "reg2reg"
crit_arrival_ns = 7.18
critPathCaptureType = "flip-flop"
cp-start-kind = "flip-flop"
required_ns = 8.08

[place]
dpl_worst_slack_ns = 1.045
dp_cells = 2064
placed_area_um2 = 15010
port_buffers = 17
hpwlAfterDp_um = 32910
gp_congestion = 0.9992

[floorplanning]
fp_util = 0.4109
ios = 19
core_um2 = 34880
die_x_um = 191.3
num_rows = 68
chipArea_um2 = 36600
die_y_um = 191.3

[outcome]
status = "completed"

[timing]
max_freq_mhz = 147.1
worst_slew_pin_slew_ns = 0.9120
fin_crit_ns = 6.799
fin_tns_setup_ns = 0
final_max_slew_viol_count = 0
layout_setup_ws_ns = 0.9011
fin_skew_ns = 0.02191
setup_viol = 0
holdWs_ns = 0.4907
rsz0062_at_grt = "no"
hold_violations = 0
timing.slew.headroom = 0.3920
finalCritPeriodShare = 0.8830

[routing]
vias = 13545
ant_nets = 0
drt-initial-drc-count = 1244
avgViaCountPerCell = 6.465
drc_errors = 0
wirelength_um = 48610
wl_per_cell_um = 23.20
diodes = 0
firstDrtPassIters = 8

[cts]
cts_setup_buffers = 0
cts.sinks = 200
cts_tree = "built"
clock_latency_ns = 0.46
clk_path_buf_depth = 2
ctsHoldBuffers = 0
cts_resized = 0
h-tree-depth = 4
numCtsBuffers = 17
clockRootBuffer = "clkbuf_16"
clkTransAtPathRegs_ns = 0.07

[synthesis]
yosys_cells = 1661
yosys.stat.seqShare = 0.3502
flop_cell = "dfrtp_1"
numSynthFlops = 200
yosys-stat-area_um2 = 14330
synth_cell_types = 96
edf_count = 8
syn_inst = 1661
netlist_area_um2 = 14330
ys_warn_count = 3
synthArstFlopShare = 0.9350
synth_area_per_cell_um2 = 8.630

[finish]
area_growth_pct = 8.877
lay_top_cells = "dfrtp_1, nor2_1, o21ai_0"
drive_gt1_frac = 0.09085
fin_area_um2 = 15610
layout.cells.non_filler = 2095
layout_top_cell = "dfrtp_1"

[worst_hold_path]
min_path_type = "reg2reg"

[power]
powerDensity_nw_per_um2 = 444.7
max-vdd-ir-drop_v = 0.0002482
leakagePower_nw = 6.637

[global_routing]
grt_pass1_vias = 12715
grt_util_all_layers = 0.2804
grt_overflow_total = 0
antenna_found_initial = 0
grt_max_degree = 103
grt_first_pass_wirelength_um = 75830

[run]
cap_violations = 0
warning_count = 46
## final timing paths
path	from	to	slack [ns]	cells past startpoint
max in group asynchronous	rst	data_arr[6][0]$_DFFE_PP0P_	4.99	3
max	stack_index[2]$_DFFE_PP0P_	stack[4][6]$_DFFE_PP0P_	0.90	17
min	pop_time[3]$_DFFE_PP0P_	pop_time[3]$_DFFE_PP0P_	0.49	1
max reg2reg	stack_index[2]$_DFFE_PP0P_	stack[4][6]$_DFFE_PP0P_	0.90	17
min in group asynchronous	rst	stack_index[0]$_DFFE_PP0P_	1.70	2
min reg2reg	pop_time[3]$_DFFE_PP0P_	pop_time[3]$_DFFE_PP0P_	0.49	1
## worst max-delay path: stages, from the launching register on
cell	delay, ns
dfrtp_1	0.72
ha_1	0.46
or3_1	0.65
a41oi_1	0.76
ha_1	0.35
fa_1	0.45
ha_1	0.29
ha_1	0.31
fa_1	0.45
ha_1	0.33
a21o_1	0.19
a21oi_1	0.18
xnor2_1	0.18
xnor2_1	0.15
xnor3_1	0.24
o211ai_1	0.65
a22oi_1	0.19
o2bb2ai_1	0.17
## where the power goes
part	switching, mW	internal (mW)	total (mW)
registers	0.304	1.37	1.67
clock network	0.439	0.516	0.955
logic	2.75	1.57	4.31
total	3.49	3.45	6.94
## metal layers
layer,share of wire,track usage
met1,0.44,0.4201
met3,0.11,0.08890
met4,0.024,0.05464
met2,0.43,0.4072
met5,0,0
## metrics by stage
| step | total power, mW | util |
|---|---|---|
| 2_1_floorplan | 4.668 | - |
| 3_3_place_gp | 5.832 | 0.4302 |
| 3_5_place_dp | 5.880 | 0.4302 |
| 4_1_cts | 6.867 | 0.4474 |
| 5_1_grt | 7.446 | 0.4474 |
| 6_report | 6.940 | 0.4474 |
## cell usage after synthesis (20+ instances only)
cell	n	area share
a21oi_1	100	0.035
a22o_1	64	0.039
o21ai_0	141	0.049
nand2_1	127	0.033
buf_2	44	0.015
o21ai_1	20	0.0070
clkbuf_1	67	0.018
a31oi_1	72	0.031
inv_1	66	0.017
nor3_1	21	0.0073
nor2_1	167	0.044
dfrtp_1	187	0.33
nand3_1	39	0.014
a22oi_1	46	0.024
o21bai_1	70	0.037
ha_1	53	0.046
## registers in the layout (all words and copies together) (netlist names)
signal / cells
postfix_idx: 4
data_arr_idx: 4
data_arr: 112
stack_index: 3
Currentstate: 5
result: 7
valid: 1
data_num: 4
pop_time: 4
stack: 56
## final cells by class
| cell class | instances | area [um2] |
|---|---|---|
| Clock inverter | 10 | 118.9 |
| Fill cell | 3326 | 19280 |
| Multi-Input combinational cell | 1261 | 8503 |
| Inverter | 69 | 266.5 |
| Timing Repair Buffer | 79 | 648.1 |
| Tap cell | 455 | 569.3 |
| Clock buffer | 21 | 481.7 |
| Sequential cell | 200 | 5020 |
## cell families (layout without fill, tap and decap cells)
family | Yosys count | in the layout | synth area share
adders and majority gates | 62 | 62 | 0.05883
and+or+nand+nor | 434 | 434 | 0.1370
DFF | 200 | 200 | 0.3502
buffers and inverters | 200 | 179 | 0.05935
AOI/OAI and AO/OA | 717 | 717 | 0.3596
xor gates and xnor gates | 28 | 28 | 0.02034
muxes | 20 | 20 | 0.01466
No activity file was given, so power comes from the tool's default toggle rates.

<file path="flow/config.mk">
export PLATFORM = sky130hd
export DESIGN_NAME = BITONIC_S3
export DESIGN_NICKNAME = BITONIC_S3
export VERILOG_FILES = /design/flow/design.v
export SDC_FILE = /design/flow/constraint.sdc
export NUM_CORES = 4
export LEC_CHECK = 1
export CORE_UTILIZATION = 40
</file>
<file path="flow/constraint.sdc">
current_design BITONIC_S3

set clk_period 15.7
set clk_io_pct 0.2

create_clock -name clk0 -period $clk_period

set non_clock_inputs [all_inputs -no_clocks]
set_input_delay [expr $clk_period * $clk_io_pct] -clock clk0 $non_clock_inputs
set_output_delay [expr $clk_period * $clk_io_pct] -clock clk0 [all_outputs]
</file>
<file path="flow/design.v">
module BITONIC_DS(number_in1, number_in2, number_out1, number_out2);
input  [7:0] number_in1;
input  [7:0] number_in2;
output [7:0] number_out1;
output [7:0] number_out2;
reg [7:0] number_out1;
reg [7:0] number_out2;
always @(*) begin
    if (number_in1 < number_in2) begin
        number_out1 = number_in2;
        number_out2 = number_in1;
    end
    else begin
        number_out1 = number_in1;
        number_out2 = number_in2;
    end
end
endmodule
module BITONIC_S3(  number_in1, number_in2, number_in3, number_in4,
                    number_in5, number_in6, number_in7, number_in8,
                    number_out1, number_out2, number_out3, number_out4,
                    number_out5, number_out6, number_out7, number_out8);
input  [7:0] number_in1;
input  [7:0] number_in2;
input  [7:0] number_in3;
input  [7:0] number_in4;
input  [7:0] number_in5;
input  [7:0] number_in6;
input  [7:0] number_in7;
input  [7:0] number_in8;
output  [7:0] number_out1;
output  [7:0] number_out2;
output  [7:0] number_out3;
output  [7:0] number_out4;
output  [7:0] number_out5;
output  [7:0] number_out6;
output  [7:0] number_out7;
output  [7:0] number_out8;
wire [7:0] s1_tmp1, s1_tmp2, s1_tmp3, s1_tmp4, s1_tmp5, s1_tmp6, s1_tmp7, s1_tmp8;
BITONIC_DS DS_15(.number_in1(number_in1), .number_in2(number_in5), .number_out1(s1_tmp1), .number_out2(s1_tmp5));
BITONIC_DS DS_26(.number_in1(number_in2), .number_in2(number_in6), .number_out1(s1_tmp2), .number_out2(s1_tmp6));
BITONIC_DS DS_37(.number_in1(number_in3), .number_in2(number_in7), .number_out1(s1_tmp3), .number_out2(s1_tmp7));
BITONIC_DS DS_48(.number_in1(number_in4), .number_in2(number_in8), .number_out1(s1_tmp4), .number_out2(s1_tmp8));
wire [7:0] s2_tmp1, s2_tmp2, s2_tmp3, s2_tmp4, s2_tmp5, s2_tmp6, s2_tmp7, s2_tmp8;
BITONIC_DS DS_13(.number_in1(s1_tmp1), .number_in2(s1_tmp3), .number_out1(s2_tmp1), .number_out2(s2_tmp3));
BITONIC_DS DS_24(.number_in1(s1_tmp2), .number_in2(s1_tmp4), .number_out1(s2_tmp2), .number_out2(s2_tmp4));
BITONIC_DS DS_57(.number_in1(s1_tmp5), .number_in2(s1_tmp7), .number_out1(s2_tmp5), .number_out2(s2_tmp7));
BITONIC_DS DS_68(.number_in1(s1_tmp6), .number_in2(s1_tmp8), .number_out1(s2_tmp6), .number_out2(s2_tmp8));
BITONIC_DS DS_12(.number_in1(s2_tmp1), .number_in2(s2_tmp2), .number_out1(number_out1), .number_out2(number_out2));
BITONIC_DS DS_34(.number_in1(s2_tmp3), .number_in2(s2_tmp4), .number_out1(number_out3), .number_out2(number_out4));
BITONIC_DS DS_56(.number_in1(s2_tmp5), .number_in2(s2_tmp6), .number_out1(number_out5), .number_out2(number_out6));
BITONIC_DS DS_78(.number_in1(s2_tmp7), .number_in2(s2_tmp8), .number_out1(number_out7), .number_out2(number_out8));
endmodule
</file>
<file path="flow/run.sh">
#!/bin/bash
# OpenROAD 26Q1-2900-gdf79404cd8, Yosys 0.63+post, stock flow scripts
make -C /OpenROAD-flow-scripts/flow DESIGN_CONFIG=/design/flow/config.mk WORK_HOME=/design/flow/orfs finish
</file>
==> GITHUB_STEP_SUMMARY <==
## Synthesis and layout report

| Metric | Value |
|---|---|
| Status | `finished clean` |
| # resized after CTS | `0` |
| Worst setup margin | `2.62 ns` |
| Clk_buf instances | `0` |
| CP max-delay cell | `a41o_1` |
| Crit path DRT | `12.56 ns` |
| First-pass GRT wire length | `24500 um` |
| Worst path top cell family by delay | `AND-OR/OR-AND gates` |
| Net Sw Frac | `42.5%` |
| DP HPWL | `13500 um` |
| Yosys stat chip area | `5190 sq um` |
| CP max stage delay | `0.63 ns` |
| MaxCap Viol Count | `0` |
| Pwr dens | `124 nW/um^2` |
| Initial Utilization | `41.1%` |
| DRC Markers | `0` |
| Slew headroom | `33.6%` |
| Register Area | `0 sq um` |
| Clock Power Share | `0%` |
| Initial antenna violation count | `0` |
| Port buffer count | `128` |
| Die Wd | `116 um` |
| Io pins | `128` |
| Static Leak | `0.00325 uW` |
| Drt first-iter violations | `241` |
| Drt total wl | `15600 um` |
| Worst hold-check path type | `in2out` |
| Area growth, synth to finish | `27.4%` |
| Routed via count | `5452` |
| Global route overflow | `0` |
| Critical setup path kind | `in2out` |
| N_diodes | `0` |
| DIE HEIGHT | `116 um` |
| Share of cells above drive strength 1 | `9.67%` |
| Tcrit/Tclk final | `83.3%` |
| Pre-CTS setup slack | `2.65 ns` |
| Setup TNS | `0 ns` |
| Post-synth cell types | `56` |
| Unrepaired setup endpoints after global routing | `false` |
| Final Hold Viols | `0` |
| Wirelength per Cell | `16.1 um` |
| Drt first pass iters | `5` |
| CP Launch Type | `primary input` |
| Tool warnings | `32` |
| CP most frequent cell | `ha_1` |
| Mapped Cells | `686` |
| Actual slew at the worst max-slew pin | `0.996 ns` |
| Tmin final | `13.08 ns` |
| Row cnt | `41` |
| Data arrival, critical path | `9.94 ns` |
| Core Region | `12600 sq um` |
| Flop pwr share | `0%` |
| NetSw | `348 uW` |
| Worst path bufs/invs | `5` |
| # setup viols final | `0` |
| Final core occ | `52.4%` |
| Post CTS Setup Buffer Count | `0` |
| Synth Seq Share | `0%` |
| Critical path capture point type | `output pin` |
| Combinational Power Share | `100.0%` |
| Syn avg cell area | `7.56 sq um` |
| CP max FO | `18` |
| Flops | `0` |
| Worst path cell trace | `clkdlybuf4s50_1 -> inv_1 -> ha_1 -> a2111o_1 -> a211o_1 -> mux2_2 -> ha_1 -> a21o_1 -> a21o_1 -> a21oi_1 -> buf_4 -> o22ai_1 -> a211oi_1 -> inv_1 -> ha_1 -> a211oi_1 -> nor2b_1 -> o31a_1 -> a41o_1 -> mux2_1 -> clkdlybuf4s50_1` |
| Synth warnings | `1` |
| VDD IR-drop max | `0.0810 mV` |
| Max Fclk | `76.4 MHz` |
| Synthesized area | `5190 sq um` |
| Max Slew Vio Count | `0` |
| GRT Total Usage | `23.4%` |
| RePlAce Congestion | `0.900` |
| Vias in the first global route | `4862` |
| Largest net degree at the start of global routing | `27` |
| Chip area | `13400 sq um` |
| Post-route ant nets | `0` |
| P_int | `471 uW` |
| # hold bufs at CTS | `0` |
| Vias/cell | `5.63` |
| Yosys stat cell total | `686` |
[cells in the mapped netlist, drive strengths merged, types with 3 or more instances]
cell type	count	share of area, %
a211o	13	2.2
a211oi	21	3.0
a21o	25	3.6
a21oi	44	4.2
a22oi	6	0.87
a311oi	4	0.68
a31oi	5	0.72
and3	4	0.48
buf	10	1.5
clkbuf	17	1.2
ha	82	20
inv	90	6.5
mux2	71	16
mux2i	71	14
nand2	20	1.4
nand2b	11	1.3
nand3	12	1.2
nand4	18	2.2
nor2	55	4.0
nor2b	4	0.48
nor3	6	0.58
nor4	20	2.5
o211ai	3	0.43
o21a	7	1.0
o21ai	23	2.3
o22ai	19	2.4
[power by group through the flow]
stage	clock network [uW]	registers, uW	logic (uW)
4_1_cts	0	0	823
5_1_grt	0	0	908
6_report	0	0	819
[per-layer routing]
layer	GRT usage (%)	up-vias	part of all wire [%]
met4	2.56	0	0.98
met1	35.4	2468	50
met5	0	-	0
met3	0.639	12	5.0
li1	-	2798	-
met2	38.2	174	44
[worst min-delay path, stage by stage]
cell	delay, ns
clkdlybuf4s50_1	0.45
a21oi_1	0.23
mux2_2	0.23
mux2i_1	0.07
clkdlybuf4s50_1	0.39
[kinds of logic (layout without fill, tap and decap cells)]
kind of cell,after synthesis,after routing,synth area share (%)
buffers and inverters,117,227,9.24
muxes,142,142,30.2
and+or+nand+nor,156,156,15.0
adders and majority gates,82,82,19.8
AOI/OAI and AO/OA,189,189,25.8
[worst paths after layout]
kind | startpoint | to | slack (ns) | depth (start not counted)
max | number_in6[1] | number_out3[2] | 2.62 | 21
min | number_in1[7] | number_out5[7] | 7.66 | 5
[cell type report]
type | instances | area [sq um]
inverter | 90 | 338
fill | 1218 | 6010
multi-input combinational | 569 | 4710
timing repair buffer | 137 | 1350
tap | 172 | 215
[cells in the final DEF, fill, tap and decap left out, types with 2 or more instances in the layout]
| master | n |
|---|---|
| a21oi_1 | 44 |
| and2_1 | 2 |
| nor3_1 | 6 |
| a211o_1 | 13 |
| inv_1 | 90 |
| nor4_1 | 19 |
| mux2i_1 | 70 |
| and3_1 | 4 |
| nand2b_1 | 11 |
| nand2_1 | 20 |
| nor2_1 | 55 |
| a2111o_1 | 2 |
| o22a_1 | 2 |
| nand3_1 | 12 |
| o21ai_0 | 21 |
| buf_4 | 9 |
| a21o_1 | 25 |
| o21a_1 | 7 |
| mux2_4 | 11 |
| mux2_1 | 12 |
| clkdlybuf4s50_1 | 128 |
| nand4_1 | 18 |
| a22oi_1 | 6 |
| o211ai_1 | 3 |
| a311oi_1 | 4 |
| mux2_2 | 48 |
| o22ai_1 | 18 |
| nor2b_1 | 4 |
| a211oi_1 | 21 |
| a31oi_1 | 4 |
| o211a_1 | 2 |
| and4_1 | 2 |
| ha_1 | 82 |
[per-stage QoR]
step | power [uW] | cells | hold slack (ns) | instance area [sq um]
finish | 819 | 968 | 7.66 | 6610
global route | 908 | 968 | 7.72 | 6610
CTS | 823 | 968 | 7.66 | 6610
detailed placement | 818 | 968 | 7.66 | 6610
global placement | 810 | 968 | 7.65 | 6610
floorplan | 482 | 686 | 6.59 | 5190
No activity file was given, so power comes from the tool's default toggle rates.

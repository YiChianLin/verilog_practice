## flow/design.v

```verilog
`timescale 1ns/10ps
module  ATCONV(
	input		clk,
	input		reset,
	output	reg	busy,	
	input		ready,	
	output reg	[11:0]	iaddr,
	input signed [12:0]	idata,
	output	reg 	cwr,
	output  reg	[11:0]	caddr_wr,
	output reg 	[12:0] 	cdata_wr,
	output	reg 	crd,
	output reg	[11:0] 	caddr_rd,
	input 	[12:0] 	cdata_rd,
	output reg 	csel
	);
reg [2:0] Currentstate, Nextstate;
localparam CHECK_IMG_RD = 3'd0;
localparam GET_DATA_FROM_MEM = 3'd1;
localparam CONVOLUTION = 3'd2;
localparam WRITE_RELU_LAYER0= 3'd3;
localparam WRITE_LAYER1 = 3'd4;
localparam RESULT = 3'd5;
reg [12:0] sum_conv;				 
reg [11:0] image_mem_idx;    
reg [10:0] layer1_mem_idx;   
reg [11:0] current_pixel; 
reg [3:0] counter_for_8;   
reg [1:0] counter_for_4;   
reg [2:0] filter_shift[8:0];
reg [11:0] next_mem_offset[3:0];
reg [12:0] bias;
reg [12:0] max_data;
initial begin
	filter_shift[0] <= 3'd0;  
	filter_shift[1] <= 3'd4;  
	filter_shift[2] <= 3'd4;
	filter_shift[3] <= 3'd4;
	filter_shift[4] <= 3'd4;
	filter_shift[5] <= 3'd2;
	filter_shift[6] <= 3'd2;  
	filter_shift[7] <= 3'd3;  
	filter_shift[8] <= 3'd3;
	bias <= 13'h1FF4;         
	next_mem_offset[0] <=  12'd1;
	next_mem_offset[1] <=  12'd63;
	next_mem_offset[2] <=  12'd1;
	next_mem_offset[3] <=  12'hFC1;  
	counter_for_8 <= 4'd0;
	counter_for_4 <= 2'd0;
	current_pixel <= 12'd0;
	layer1_mem_idx <= 11'd0;
	max_data <= 13'd0;
end
always @(counter_for_8 or current_pixel) begin
	case (counter_for_8)
		0 : begin
			image_mem_idx <= current_pixel;
		end
		1 : begin
			image_mem_idx <= {current_pixel[11:6] - {current_pixel[11:6] > 6'd1, current_pixel[11:6] == 6'd1}, current_pixel[5:0] - {current_pixel[5:0] > 6'd1, current_pixel[5:0] == 6'd1}};
		end
		2 : begin
			image_mem_idx <= {current_pixel[11:6] - {current_pixel[11:6] > 6'd1, current_pixel[11:6] == 6'd1}, current_pixel[5:0] + {current_pixel[5:0] < 6'd62, current_pixel[5:0] == 6'd62}};
		end
		3 : begin
			image_mem_idx <= {current_pixel[11:6] + {current_pixel[11:6] < 6'd62, current_pixel[11:6] == 6'd62}, current_pixel[5:0] - {current_pixel[5:0] > 6'd1, current_pixel[5:0] == 6'd1}};
		end
		4 : begin
			image_mem_idx <= {current_pixel[11:6] + {current_pixel[11:6] < 6'd62, current_pixel[11:6] == 6'd62}, current_pixel[5:0] + {current_pixel[5:0] < 6'd62, current_pixel[5:0] == 6'd62}};
		end
		5 : begin
			image_mem_idx <= {current_pixel[11:6], current_pixel[5:0] + {current_pixel[5:0] < 6'd62, current_pixel[5:0] == 6'd62}};
		end
		6 : begin
			image_mem_idx <= {current_pixel[11:6], current_pixel[5:0] - {current_pixel[5:0] > 6'd1, current_pixel[5:0] == 6'd1}};
		end
		7 : begin
			image_mem_idx <= {current_pixel[11:6] - {current_pixel[11:6] > 6'd1, current_pixel[11:6] == 6'd1}, current_pixel[5:0]};
		end
		8 : begin
			image_mem_idx <= {current_pixel[11:6] + {current_pixel[11:6] < 6'd62, current_pixel[11:6] == 6'd62}, current_pixel[5:0]};
		end
		default: begin image_mem_idx <= current_pixel; end  
	endcase
end
always @(posedge clk) begin
	if (reset) begin
		Currentstate <= CHECK_IMG_RD;
	end
	else begin
		Currentstate <= Nextstate;
	end 
end
always @(*) begin
	case (Currentstate)
		CHECK_IMG_RD : begin
			if (ready) begin
				Nextstate <= GET_DATA_FROM_MEM;
			end
			else begin
				Nextstate <= CHECK_IMG_RD;
			end
		end 
		GET_DATA_FROM_MEM : begin
			if (layer1_mem_idx < 11'd1024) begin
				Nextstate <= CONVOLUTION;
			end
			else begin
				Nextstate <= RESULT;
			end
		end
		CONVOLUTION : begin
			if (counter_for_8 < 4'd9) begin
				Nextstate <= CONVOLUTION;
			end
			else begin
				Nextstate <= WRITE_RELU_LAYER0;
			end
		end
		WRITE_RELU_LAYER0 : begin
			if (counter_for_4 < 2'd3) begin
				Nextstate <= GET_DATA_FROM_MEM;
			end
			else begin
				Nextstate <= WRITE_LAYER1;
			end
		end
		WRITE_LAYER1 : begin
			Nextstate <= GET_DATA_FROM_MEM;
		end
		RESULT : begin
			Nextstate <= CHECK_IMG_RD;	
		end
		default: begin Nextstate <= CHECK_IMG_RD; end 
	endcase
end
always @(posedge clk) begin
	if (reset) begin
		sum_conv <= 13'd0;  	 
		busy <= 1'd0;  			 
		csel <= 1'd0;
	end
	else begin
		case (Currentstate) 
			CHECK_IMG_RD : begin
				busy <= ready;
			end 
			GET_DATA_FROM_MEM : begin
				iaddr <= image_mem_idx;
				counter_for_8 <= 4'd1;
			end
			CONVOLUTION : begin
				iaddr <= image_mem_idx;
				if (filter_shift[counter_for_8 - 4'd1]) begin
					sum_conv <= sum_conv + (~(idata >> filter_shift[counter_for_8 - 4'd1]) + 13'd1);
				end 
				else begin
					sum_conv <= sum_conv + idata;
				end
				if (counter_for_8 == 4'd9) begin
					counter_for_8 <= 4'd0;
				end
				else begin
					counter_for_8 <= counter_for_8 + 4'd1;
				end
			end
			WRITE_RELU_LAYER0 : begin
				cwr <= 1'd1;   
				csel <= 1'd0;  
				caddr_wr <= current_pixel;  
				current_pixel <= current_pixel + next_mem_offset[counter_for_4];
				if (sum_conv & 13'b1_0000_0000_0000) begin
					cdata_wr <= 13'd0;
				end else begin
					cdata_wr <= sum_conv;
					if (max_data < sum_conv) begin
						max_data <= sum_conv;
					end 
				end
				sum_conv <= bias;
				counter_for_4 <= counter_for_4 + 2'd1;
			end
			WRITE_LAYER1 : begin
				csel <= 1'd1;  
				caddr_wr <= layer1_mem_idx;  
				cdata_wr <= ((max_data >> 4) + (max_data[3:0] != 4'd0)) << 4;
				max_data <= 13'd0;
				layer1_mem_idx <= layer1_mem_idx + 11'd1; 
				current_pixel <= current_pixel + ((layer1_mem_idx[4:0] == 5'd31) << 6);
			end
			RESULT : begin
				busy <= 1'd0;
			end
			default: begin
			end 
		endcase
	end
end
endmodule
```

## flow/run.sh

```bash
#!/bin/bash
# OpenROAD 26Q1-2900-gdf79404cd8, Yosys 0.63+post, stock flow scripts
make -C /OpenROAD-flow-scripts/flow DESIGN_CONFIG=/design/flow/config.mk WORK_HOME=/design/flow/orfs finish
```

## flow/config.mk

```make
export PLATFORM = sky130hd
export DESIGN_NAME = ATCONV
export DESIGN_NICKNAME = ATCONV
export VERILOG_FILES = /design/flow/design.v
export SDC_FILE = /design/flow/constraint.sdc
export NUM_CORES = 4
export LEC_CHECK = 1
export CORE_UTILIZATION = 30
```

## flow/constraint.sdc

```tcl
current_design ATCONV

set clk_period 8.5
set clk_io_pct 0.2

create_clock -name clk0 -period $clk_period [get_ports {clk}]

set non_clock_inputs [all_inputs -no_clocks]
set_input_delay [expr $clk_period * $clk_io_pct] -clock clk0 $non_clock_inputs
set_output_delay [expr $clk_period * $clk_io_pct] -clock clk0 [all_outputs]
```

==> tab_implementation.tex <==
% Auto-generated results table
\begin{tabular}{lr}
\hline
Metric & Value \\
\hline
\multicolumn{2}{l}{\textbf{Route}} \\
\quad Vias & 5749 \\
\quad Routed vias/inst & 5.04 \\
\quad Routed wire length per instance & 14.3 um \\
\quad Routed Antenna Nets & 0 \\
\quad Drt first-iter violations & 293 \\
\quad Antenna Cells & 0 \\
\quad Initial DRT Pass Iterations & 4 \\
\quad DRC Markers & 0 \\
\quad Routed wire length & 16.3 mm \\
\multicolumn{2}{l}{\textbf{Final timing}} \\
\quad Share of the clock period used by the worst path & 51.6\% \\
\quad Slew margin rel. & 41.4\% \\
\quad Final setup vio count & 0 \\
\quad Timing-limited maximum frequency & 228 MHz \\
\quad Fin crit period & 4.39 ns \\
\quad Unrepaired setup endpoints after global routing & false \\
\quad Final Max Tran Viols & 0 \\
\quad Total Negative Setup Slacks & 0 ns \\
\quad Post-route clock skew & 0.00989 ns \\
\quad Final count of hold timing violations & 0 \\
\quad Worst slew pin tran & 0.872 ns \\
\quad PnR worst setup slack & 4.11 ns \\
\quad Minimum hold slack & 0.480 ns \\
\multicolumn{2}{l}{\textbf{Clock tree}} \\
\quad Clock-pin slew on the worst setup and hold paths & 0.07 ns \\
\quad CTS tree & built \\
\quad CTS Root Cell & clkbuf\_16 \\
\quad Post-cts sizing count & 0 \\
\quad H-tree level count & 3 \\
\quad CTS buffer count & 9 \\
\quad TritonCTS sink count & 99 \\
\quad Clock Latency Late Sink & 0.34 ns \\
\quad Quantity of hold-fixing buffers added after cts & 0 \\
\quad Clock tree buffer depth & 2 \\
\quad Setup fix buffers added after clock tree synthesis & 0 \\
\multicolumn{2}{l}{\textbf{Floorplan}} \\
\quad Horiz. Die Dim & 158 um \\
\quad Boundary pin count & 82 \\
\quad Vertical die dimension & 158 um \\
\quad Area of the chip & 25100 um\^{}2 \\
\quad Total number of placement rows & 56 \\
\quad Starting Density & 30.9\% \\
\quad Total core area & 23800 um\^{}2 \\
\multicolumn{2}{l}{\textbf{Min path}} \\
\quad Launch instance of the worst min-delay path & busy\$\_SDFFE\_PP0P\_ \\
\quad Worst Hold Class & flip-flop to flip-flop \\
\multicolumn{2}{l}{\textbf{Synth}} \\
\quad Instance tally after logic synthesis & 776 \\
\quad Post-synthesis area per instance & 9.45 um\^{}2 \\
\quad Netlist cell types & 64 \\
\quad Register area share after synthesis & 37.7\% \\
\quad Number of cells in Yosys stat & 776 \\
\quad Post-synth tally of flip-flops with integrated enable & 78 \\
\quad Synth Cell Area & 7340 um\^{}2 \\
\quad Number of warnings issued by yosys & 14 \\
\quad Area figure in the yosys stat output & 7340 um\^{}2 \\
\quad Number of storage elements in the synthesis netlist & 99 \\
\quad FFs w/ async S/R, synth & 0\% \\
\quad Prevailing post-synth register cell & edfxtp\_1 \\
\multicolumn{2}{l}{\textbf{Placed design}} \\
\quad Final Wtd Congestion & 0.884 \\
\quad Detailed placer's ending HPWL & 12.3 mm \\
\quad Placed cell count & 1125 \\
\quad Place WS & 3.76 ns \\
\quad Port Buf Inserts & 54 \\
\multicolumn{2}{l}{\textbf{Layout}} \\
\quad Logic area & 4250 um\^{}2 \\
\quad Ratio of cells with drive above 1 in the final layout & 6.21\% \\
\quad Area growth from synthesis to layout & 15.1\% \\
\quad Total area of sequential cells & 2760 um\^{}2 \\
\quad \# fillers & 2397 \\
\quad Final Non-Filler Cells & 1140 \\
\multicolumn{2}{l}{\textbf{Critical path}} \\
\quad Cell breakdown of the critical path & clkdlybuf4s50\_1 > mux2i\_1 > mux2i\_1 > o22ai\_1 > nor2\_1 > ha\_1 > fa\_1 > nor2b\_1 > o31ai\_1 > a21boi\_0 > a221oi\_1 > xnor2\_1 > a221oi\_1 \\
\quad Sort of element at the end of the critical path & flip-flop \\
\quad Reg-to-reg setup timing slack & 4.14 ns \\
\quad Crit Reg-Reg Endpoint & sum\_conv[12]\$\_SDFFE\_PP0P\_ \\
\quad Beginning of the worst register-to-register path & counter\_for\_8[0]\$\_SDFFCE\_PN1P\_ \\
\quad Cell depth of the worst flop-to-flop path & 18 \\
\quad CP top delay family & AND-OR/OR-AND gates \\
\quad Delay of the slowest critical-path stage & 0.58 ns \\
\quad Critical Path RT & 8.75 ns \\
\quad CP startpoint kind & primary input \\
\quad Critical Path End & sum\_conv[12]\$\_SDFFE\_PP0P\_ \\
\quad Logic depth of the worst path, buffers included & 13 \\
\quad Startpoint of the most critical setup path & idata[4] \\
\quad Critical Path AT & 4.64 ns \\
\quad Type of the worst setup path & primary input to flip-flop \\
\quad Slowest-stage cell, CP & clkdlybuf4s50\_1 \\
\quad Crit path buffers/inverters & 1 \\
\quad Maximum fanout encountered on the critical timing path & 5 \\
\multicolumn{2}{l}{\textbf{Power}} \\
\quad Sw power & 0.000262 W \\
\quad Relative contribution of combinational cells to total power & 13.4\% \\
\quad Leakage power figure & 3.21 nW \\
\quad Cell internal pwr & 0.000818 W \\
\quad Sequential fraction of design power & 49.5\% \\
\quad Share of power burned in the clock network & 37.1\% \\
\quad Worst IR drop on VDD & 93.8 uV \\
\quad PwrDens & 128 nW/um\^{}2 \\
\quad Switching share of power & 24.3\% \\
\multicolumn{2}{l}{\textbf{Global routing}} \\
\quad Global route total overflow & 0 \\
\quad Pin count of the biggest net entering global routing & 69 \\
\quad Gr usage total & 14.0\% \\
\quad First-pass GRT wire length & 27.3 mm \\
\quad Vias in the first global route & 5469 \\
\quad Initial antenna violation count & 0 \\
\multicolumn{2}{l}{\textbf{Flow run}} \\
\quad Number of logged tool warnings & 43 \\
\quad Max Cap Viol & 0 \\
\multicolumn{2}{l}{\textbf{Outcome}} \\
\quad Outcome & completed \\
\hline
\end{tabular}
[cell usage after synthesis, drive strengths merged, types with 5 or more instances]
cell / number / area share (%)
a21o: 12 / 1.2
or2: 5 / 0.43
mux2i: 22 / 3.0
a221oi: 8 / 0.96
inv: 37 / 1.9
clkbuf: 16 / 0.82
and3: 8 / 0.68
a21oi: 37 / 2.5
xnor2: 22 / 2.6
o21bai: 6 / 0.61
nor4: 6 / 0.51
o31ai: 10 / 1.0
nor3: 31 / 2.1
nor3b: 5 / 0.67
dfxtp: 21 / 5.7
a211o: 5 / 0.60
xor2: 20 / 2.4
o22ai: 5 / 0.43
a31oi: 9 / 0.77
edfxtp: 78 / 32
nand2b: 7 / 0.60
mux2: 13 / 2.0
buf: 28 / 2.3
ha: 67 / 11
nor2b: 11 / 0.94
a211oi: 15 / 1.5
or3: 6 / 0.51
o21ai: 47 / 3.2
nand4: 6 / 0.51
o211ai: 10 / 1.0
nand3: 16 / 1.1
nor2: 76 / 3.9
o21a: 10 / 1.0
fa: 5 / 1.4
nand2: 60 / 3.1
[layout by cell type, fill, tap and decap left out, types with 8 or more instances in the layout]
cell	count
nor2_1	75
nor3_1	31
mux2_2	13
xor2_1	20
dfxtp_1	20
a21oi_1	37
o21ai_0	47
nand3_1	16
o211ai_1	10
mux2i_1	22
nor2b_1	11
a21o_1	12
a211oi_1	14
a31oi_1	9
inv_1	37
nand2_1	60
xnor2_1	22
ha_1	67
buf_4	8
clkbuf_16	9
o31ai_1	10
a221oi_1	8
and3_1	8
o21a_1	10
clkdlybuf4s50_1	54
conb_1	14
edfxtp_1	78
[per-layer routing]
layer / vias to the layer above / global-route usage [%] / wire [um]
met3: 17 / 2.05 / 600
met5: - / 0 / 0
met1: 2684 / 20.6 / 7750
li1: 2942 / - / -
met4: 0 / 1.51 / 183
met2: 106 / 23.1 / 7800
[stage by stage]
stage | util, % | total power (W) | instance area [um^2]
2_1_floorplan | - | 0.000652 | 7380
6_report | 35.6 | 0.00108 | 8450
5_1_grt | 35.6 | 0.00113 | 8450
4_1_cts | 35.6 | 0.00109 | 8450
3_3_place_gp | 34.3 | 0.000690 | 8160
3_5_place_dp | 34.3 | 0.000690 | 8160
[final cells by class]
class,count,share of cell area (%)
inverter,37,1.64
sequential,99,32.7
timing repair buffer,62,7.11
multi-input combinational,608,50.4
clock inverter,6,0.785
tap,319,4.72
clock buffer,9,2.67
[power by group through the flow]
stage	sequential (W)	combinational, W	clock, W
global route	0.000536	0.000164	0.000431
CTS	0.000534	0.000146	0.000414
finish	0.000534	0.000145	0.000401
[worst min-delay path, delay by kind of cell (launching register included)]
kind / cells / cell delay [ns]
DFF: 1 / 0.33
and+or+nand+nor: 2 / 0.12
[state kept, by name, summed over array words and instances, names as in the netlist]
name	flops
iaddr	12
caddr_wr	12
layer1_mem_idx	11
max_data	12
busy	1
current_pixel	12
counter_for_4	2
Currentstate	6
counter_for_8	4
csel	1
cdata_wr	13
sum_conv	13
[worst min path at each step]
stage                                to  slack, ns  cells past startpoint
final                 busy$_SDFFE_PP0P_       0.48                      2
after global routing  busy$_SDFFE_PP0P_       0.52                      2
after CTS             busy$_SDFFE_PP0P_       0.49                      2
[cells by family after synthesis]
group,share of synthesized area [%]
DFF,37.7
AOI/OAI and AO/OA,18.4
buffers and inverters,5.05
other,0.102
muxes,5.00
xor gates and xnor gates,5.01
adders and majority gates,12.8
and+or+nand+nor,16.0
Power is estimated from default activity; no workload was simulated.
